**./design.v**
```verilog
module fulladd (
    input wire a,
    input wire b,
    input wire cin,
    output wire sum,
    output wire cout
);
assign {cout, sum} = a + b + cin;
endmodule
module fulladdR ( 
    input wire [3:0] a, b, 
    input wire cin, 
    output wire [3:0] sum,
    output wire cout 
);
wire [2:0] c; 
fulladd u0 ( 
    a[0], b[0], cin, sum[0], cout0 
); 
fulladd u1 ( 
    a[1], b[1], cout0, sum[1], cout1 
); 
fulladd u2 ( 
    a[2], b[2], cout1, sum[2], cout2 
); 
fulladd u3 ( 
    a[3], b[3], cout2, sum[3], cout 
); 
endmodule
```
**./run.sh**
```bash
#!/bin/bash
# OpenROAD 26Q1-2900-gdf79404cd8, Yosys 0.63+post, stock flow scripts
make -C /OpenROAD-flow-scripts/flow DESIGN_CONFIG=/design/flow/config.mk WORK_HOME=/design/flow/orfs finish
```
**./config.mk**
```make
export PLATFORM = sky130hd
export DESIGN_NAME = fulladdR
export DESIGN_NICKNAME = fulladdR
export VERILOG_FILES = /design/flow/design.v
export SDC_FILE = /design/flow/constraint.sdc
export NUM_CORES = 4
export LEC_CHECK = 1
export CORE_AREA = 10 10 70 70
export DIE_AREA = 0 0 80 80
```
**./constraint.sdc**
```tcl
current_design fulladdR

set clk_period 3.0
set clk_io_pct 0.2

create_clock -name clk0 -period $clk_period

set non_clock_inputs [all_inputs -no_clocks]
set_input_delay [expr $clk_period * $clk_io_pct] -clock clk0 $non_clock_inputs
set_output_delay [expr $clk_period * $clk_io_pct] -clock clk0 [all_outputs]
```
==> metrics.csv <==
stage,metric,value,unit
run,OpenROAD warning count,33,
grt,antenna violations before repair,0,
status,result of the run,finished clean,
power_and_ir_drop,Worst IR Drop VDD,0.00003910,V
logic_synthesis,Yosys cell types,3,
final_timing,final worst setup slack,122.6,ps
final_timing,fin. max-slew vios,0,
die,core area,3416,µm²
power_and_ir_drop,cell area power density,135.5,nW/µm²
logic_synthesis,leading cell types by total area after synthesis,"fa_1, inv_1, buf_4",
setup_path,critical path type,in2out,
logic_synthesis,number of standard cells reported by yosys,18,
logic_synthesis,post-synthesis cell count,18,
detailed_routing,met2 wirelength from detailed routing,80,µm
final_timing,final-report hold violation count,0,
detailed_routing,Via-to-Cell Ratio,1.676,
detailed_routing,detailed-route wire length per cell,5.311,µm
final_layout,Flops,0,
place,worst slack at placement,-661.3,ps
final_timing,final clock period utilization by the worst path,0.9591,
die,floorplan die height,80,µm
final_layout,top logic cells by instance count in the layout,"clkdlybuf4s50_1, inv_1, inv_2, fa_2",
final_layout,"most common cell after layout, fill and taps aside",clkdlybuf4s50_1,
final_layout,tally of filler cells in the layout,399,
logic_synthesis,sequential area share after synthesis,0,
final_timing,final setup vio count,0,
logic_synthesis,Mapped Avg Cell Area,8.202,µm²
detailed_routing,number of nets with antenna violations after detailed routing,0,
detailed_routing,top routing layer in use,met3,
setup_path,biggest cell delay along the critical path,400,ps
die,starting density of the core,0.04322,
hold_path,Hold Crit Depth,5,
setup_path,sequence of cells on the critical path,"buf_2, inv_2, fa_2, inv_2, fa_2, fa_2, inv_2, fa_1, inv_1, buf_2",
detailed_routing,met3 routed wirelength,93,µm
final_layout,Multi-input gate area,87.58,µm²
power_and_ir_drop,Pwr Total,0.04138,mW
logic_synthesis,synthesis area per yosys,147.6,µm²
final_layout,ratio of cells with drive above 1 in the final layout,0.4286,
setup_path,Crit. End Element,output port,
die,Die ar.,6400,µm²
run,max_cap viols,0,
setup_path,highest-delay cell along the critical path,fa_1,
die,overall die width,80,µm
die,row count,21,
final_timing,shortest period the worst path allows,2877,ps
setup_path,maximum fanout count along the critical path,1,
final_layout,Sequential Area,0,µm²
grt,leftover overflow at the end of global routing,0,
grt,global-route wire length before repair,641,µm
logic_synthesis,Yosys top cell by area,fa_1,
place,quantity of I/O buffers inserted on ports,14,
power_and_ir_drop,Leak,0.1509,nW
grt,pin count of the biggest net entering global routing,2,
detailed_routing,number of optimization iterations in the first detailed-route pass,1,
die,Top-Level Pins,14,
detailed_routing,metal1 wirelength,218,µm
final_timing,f_max,347.5,MHz
grt,global routing usage summed across all routing layers,0.01255,
hold_path,Worst Hold Class,in2out,
logic_synthesis,Largest type area fraction,0.5424,
detailed_routing,First DRT Iteration DRCs,0,
final_timing,actual transition at the worst max-transition pin,108.4,ps
setup_path,worst path arrival time,2280,ps
final_layout,synthesis-to-layout area growth,106.8,%
place,half-perimeter wire length after detailed placement,386,µm
setup_path,required time worst endpoint,2400,ps
final_timing,worst max-slew margin expressed relative to the limit,0.9276,
logic_synthesis,count of yosys warnings during synthesis,3,
grt,number of global-route vias before repair,142,
detailed_routing,final wirelength,393,µm
final_timing,unrepaired setup endpoints after global routing,false,
final_layout,count of clock-net buffers in the final layout,0,
logic_synthesis,combined area of all synthesized cells,147.6,µm²
detailed_routing,count of vias placed by the detailed router,124,
detailed_routing,final antenna diode count,0,
setup_path,kind of launch point of the worst setup path,input port,
detailed_routing,# DRC,0,
place,final weighted congestion in routability-driven placement,0.7879,
report_power, final:
group          switching [mW]  internal, mW
clock                       0             0
sequential                  0             0
combinational          0.0138        0.0275
total                  0.0138        0.0275
Yosys cell counts, drive strengths merged:
library cell / n
fa: 4
inv: 10
buf: 4
area by class of cell:
type	count	area share
Inverter	10	0.1230
Multi-Input combinational cell	4	0.2869
Tap cell	46	0.1885
Timing Repair Buffer	14	0.4016
routing by layer:
metal	global-route usage	vias to the layer above
met4	0	0
met1	0.02149	50
met2	0.01284	14
met5	0	-
met3	0.006818	0
li1	-	60
final timing paths:
path,from,end
setup / recovery,cin,sum[3]
hold / removal,b[0],sum[0]
per-stage QoR:
step	TNS [ps]	cells	utilization	hold slack, ps	instance area (µm²)
finish	0	74	0.08938	1935	305.3
global route	0	74	0.08938	1974	305.3
CTS	-59.08	74	0.09194	1955	314.1
detailed placement	-1463	74	0.09231	2250	315.3
global placement	-1449	74	0.09231	2241	315.3
floorplan	0	18	-	1417	147.6
timing repair:
item | 4_1_cts | 5_1_grt
endpoints found under the setup margin | 4 | 2
pin swaps | 3 | 4
hold buffers | 0 | 0
gates resized | 18 | 7
cloned | 0 | 0
setup buffers | 0 | 0
cells by family (layout without fill, tap and decap cells):
logic type               count (synthesis)  after routing  synth area share
adder cells (fa/ha/maj)                  4              4            0.5424
buffers and inverters                   14             24            0.4577
worst max-delay path, delay by kind of cell:
family / cells / cell delay (ps)
fa+ha+maj: 4 / 1280
buf+inv: 6 / 390
Power and IR drop assume default switching activity.
